==> design/flow/design.v <==
module cpu (
    input clk, 
    input reset,
    output [31:0] iaddr,
    input [31:0] idata,
    output [31:0] daddr,
    input [31:0] drdata,
    output [31:0] dwdata,
    output [3:0] dwe
);
    reg [31:0] iaddr;
    reg [31:0] daddr;
    reg [31:0] dwdata;
    reg [3:0]  dwe;
    always @(posedge clk) begin
        if (reset) begin
            iaddr <= 0;
            daddr <= 0;
            dwdata <= 0;
            dwe <= 0;
        end else begin 
            iaddr <= iaddr + 1;
        end
    end
endmodule
==> design/flow/run.sh <==
#!/bin/bash
# OpenROAD 26Q1-2900-gdf79404cd8, Yosys 0.63+post, stock flow scripts
make -C /OpenROAD-flow-scripts/flow DESIGN_CONFIG=/design/flow/config.mk WORK_HOME=/design/flow/orfs finish
==> design/flow/config.mk <==
export PLATFORM = sky130hd
export DESIGN_NAME = cpu
export DESIGN_NICKNAME = cpu
export VERILOG_FILES = /design/flow/design.v
export SDC_FILE = /design/flow/constraint.sdc
export NUM_CORES = 4
export LEC_CHECK = 1
export CORE_AREA = 10 10 93 93
export DIE_AREA = 0 0 103 103
==> design/flow/constraint.sdc <==
current_design cpu

set clk_period 6.5
set clk_io_pct 0.2

create_clock -name clk0 -period $clk_period [get_ports {clk}]

set non_clock_inputs [all_inputs -no_clocks]
set_input_delay [expr $clk_period * $clk_io_pct] -clock clk0 $non_clock_inputs
set_output_delay [expr $clk_period * $clk_io_pct] -clock clk0 [all_outputs]
==> results.py <==
# Generated from Yosys and OpenROAD reports
metrics = {
    "timing": {
        "fmaxAchievable_mhz": 393.7,
        "drv_slew": 0,
        "fin_crit_sh": 0.3907,
        "setup_tns_ns": 0,
        "rsz0062_at_grt": "no",
        "setup_ws_ns": 3.960,
        "relSlewSlack": 0.6076,
        "skew_ns": 0.006390,
        "finalSetupViolCount": 0,
        "tightest_slew_ns": 0.5885,
        "period_needed_ns": 2.540,
        "hold_viol": 0,
    },
    "placed_design": {
        "place.gp.congestion": 0.7705,
        "dp_slack_ns": 3.907,
        "dpl.cell_count": 341,
        "portBuffers": 33,
        "dp_hpwl_microns": 3297,
    },
    "global_route": {
        "grt_pass1_vias": 1446,
        "track_usage": 0.07915,
        "grt_start_max_net_pins": 37,
        "antenna_found_initial": 0,
        "grt_pass1_wl_microns": 6982,
        "grt_overflow": 0,
    },
    "synth": {
        "synth_cell_type_count": 31,
        "top_area_frac": 0.3220,
        "top_cells_by_area": "dfxtp_1 32%, buf_4 26%, or4_1 4.5%",
        "synth_cells": 237,
        "avgSynthCellArea_sq_um": 8.394,
        "ys_cells": 237,
        "synth_seq_share": 0.3220,
        "synth_area_sq_um": 1989,
        "synth_warnings": 1,
        "synth-seq-cells": 32,
        "synth.yosys.chip_area_sq_um": 1989,
        "yosysTopAreaCell": "dfxtp_1",
    },
    "critical_path": {
        "cp-end-kind": "output pin",
        "critPathLaunchType": "flop",
        "slowest_stage": "clkdlybuf4s50_1",
        "crit_end": "iaddr[2]",
        "r2r-end": "iaddr[21]$_SDFF_PP0_",
        "cp-startpoint": "iaddr[2]$_SDFF_PP0_",
        "crit_fanout": 6,
        "reg2reg_depth": 4,
        "reg2reg_from": "iaddr[2]$_SDFF_PP0_",
        "crit_chain": "clkdlybuf4s50_1",
        "crit_arrival_ns": 1.24,
        "required_ns": 5.20,
        "path_buffers": 1,
        "cp_num_cells": 1,
        "crit_type": "flop to output pin",
        "cp_top_family": "buffers and inverters",
        "slowest_delay_ns": 0.52,
        "reg2reg_slack_ns": 4.23,
    },
    "final_layout": {
        "final_cell_mix": "68 x conb_1, 33 x clkdlybuf4s50_1, 32 x dfxtp_1, 17 x a21oi_1, 14 x nor2_1",
        "syn2layout_area_growth_pct": 10.25,
        "drive_gt1_frac": 0.04851,
        "fillers": 721,
        "regMostFlops": "iaddr",
        "finalNonFillerCells": 348,
        "largest_reg_flops": 32,
        "mostFrequentLayoutCell": "conb_1",
        "reg_top3": "iaddr: 32 flops",
    },
    "worst_hold_path": {
        "hold_path_class": "flop to flop",
        "hold_path_startpoint": "iaddr[0]$_SDFF_PP0_",
        "hold_path_depth": 1,
    },
    "clock_tree": {
        "cts_buffers": 5,
        "cts.reportedPaths.clkPinSlew_ns": 0.06,
        "root_buffer": "clkbuf_8",
        "cts_tree": "built",
        "htreeDepth": 2,
        "cts.sink_count": 32,
        "cts.repair.resized": 0,
        "cts_hold_buf": 0,
        "clkLatencyLatePin_ns": 0.28,
        "cts_buffer_depth": 2,
        "cts_setup_buffers": 0,
    },
    "drt": {
        "drc": 0,
        "routedWlPerCell_microns": 12.59,
        "drtPass1Iterations": 4,
        "dr.first_iter.drc_count": 100,
        "vias": 1518,
        "vias_per_cell": 4.362,
        "ant_nets": 0,
        "wl_microns": 4380,
        "antenna_cells": 0,
    },
    "power": {
        "power_frac_clock": 0.403,
        "swShare": 0.2263,
        "p_sw_mw": 0.08055,
        "p_leak_nw": 0.7887,
        "powerDensity_nw_per_um2": 162.3,
        "p_seq_frac": 0.561,
        "combPwrFrac": 0.036,
        "ir_worst_vdd_mv": 0.06764,
        "power.internal_mw": 0.2754,
    },
    "floorplan": {
        "core_sq_um": 6756,
        "rows": 30,
        "chip_area_sq_um": 10610,
        "fp_util": 0.2944,
        "die-height_microns": 103,
        "die_w_microns": 103,
        "ios": 166,
    },
    "flow_run": {
        "max_cap_violations": 0,
        "warning_count": 89,
    },
    "outcome": {
        "status": "completed",
    },
}
stage by stage:
stage	total power [mW]	util	hold WS [ns]	cell area (sq um)
after floorplan	0.2382	-	0.4299	2241
after global placement	0.2189	0.3131	0.4656	2116
after detailed placement	0.2184	0.3131	0.4712	2116
after CTS	0.3627	0.3246	0.4864	2193
after global routing	0.3740	0.3246	0.5084	2193
final	0.3560	0.3246	0.4796	2193
synth_stat cells, drive strengths merged:
library cell	instances
dfxtp	32
conb	1
ha	1
nor3	2
xor2	4
inv	5
xnor2	5
or3b	1
or4b	1
nor4	3
and4	3
or4	13
mux2	4
o31ai	11
nand2	11
nand3	9
buf	73
nor2b	5
clkbuf	4
nor2	14
or3	6
nand4	5
o21ai	6
nor3b	1
a21oi	17
metal layers:
metal / GRT usage / up-vias / wire, microns
met3: 0.02640 / 5 / 390
li1: - / 749 / -
met5: 0 / - / 0
met1: 0.1077 / 696 / 1956
met2: 0.1224 / 68 / 1986
met4: 0.01176 / 0 / 46
power by group through the flow:
| stage | Combinational [mW] | Clock [mW] | Sequential [mW] |
|---|---|---|---|
| 6_report | 0.0129 | 0.143 | 0.200 |
| 5_1_grt | 0.0164 | 0.158 | 0.200 |
| 4_1_cts | 0.0145 | 0.149 | 0.200 |
final cells by class:
cell class | count | area (sq um) | share of cell area
clock buffers | 6 | 72.57 | 0.03309
clock inverters | 1 | 5.005 | 0.002282
inverters | 5 | 18.77 | 0.008557
multi-input cells | 190 | 1018 | 0.4643
flip-flops and latches | 32 | 640.6 | 0.2921
well taps | 80 | 100.1 | 0.04564
repair buffers | 34 | 337.8 | 0.1540
cells by family after synthesis:
group / Yosys count / share of synthesized area
AOI/OAI and AO/OA: 34 / 0.09937
xor gates and xnor gates: 9 / 0.03962
adders and majority gates: 1 / 0.006288
buffers and inverters: 82 / 0.2924
DFF: 32 / 0.3220
muxes: 4 / 0.02264
other: 1 / 0.001885
and+or+nand+nor: 74 / 0.2157
how the worst min path moves through the flow:
stage                     end
4_1_cts   iaddr[0]$_SDFF_PP0_
5_1_grt   iaddr[0]$_SDFF_PP0_
6_report  iaddr[0]$_SDFF_PP0_
Power is estimated from default activity; no workload was simulated.
